<file path="flow/run.sh">
#!/bin/bash
# OpenROAD 26Q1-2900-gdf79404cd8, Yosys 0.63+post, stock flow scripts
make -C /OpenROAD-flow-scripts/flow DESIGN_CONFIG=/design/flow/config.mk WORK_HOME=/design/flow/orfs finish
</file>
<file path="flow/config.mk">
export PLATFORM = sky130hd
export DESIGN_NAME = write_control_mux
export DESIGN_NICKNAME = write_control_mux
export VERILOG_FILES = /design/flow/design.v
export SDC_FILE = /design/flow/constraint.sdc
export NUM_CORES = 4
export LEC_CHECK = 1
export CORE_AREA = 10 10 78 78
export DIE_AREA = 0 0 88 88
</file>
<file path="flow/constraint.sdc">
current_design write_control_mux

set clk_period 3.1
set clk_io_pct 0.2

create_clock -name clk0 -period $clk_period

set non_clock_inputs [all_inputs -no_clocks]
set_input_delay [expr $clk_period * $clk_io_pct] -clock clk0 $non_clock_inputs
set_output_delay [expr $clk_period * $clk_io_pct] -clock clk0 [all_outputs]
</file>
<file path="flow/design.v">
module write_control_mux(
    input [31:0] branch_out,
    input [31:0] mem_out,
    input [31:0] alu_out,
    input [1:0] write_control,
    output [31:0] write_data
);
    always @(*) begin
		case(write_control)
			2'b00:
				begin
					write_data <= alu_out;
				end
			2'b01:
				begin
					write_data <= mem_out;
				end
            2'b10:
                begin
                    write_data <= branch_out;
                end
			default:
				begin
					write_data <= alu_out;
				end
		endcase
	end
endmodule
</file>
==> results.txt <==
Observations from the implementation run.

Floorplan:
- The run gives the starting density of the core as 14.4%.
- The die is 88 um wide.
- 130 I/O pins were placed.
- The vertical die dimension reported for this design is 88 um.
- The run gives the number of placement rows as 24.
- The run gives the core footprint as 4410 um2.
- After floorplanning, the die was sized to cover 7740 um2.

Critical path:
- The run gives the capture point of the critical path as write_data[25].
- The critical path is of the in2out type.
- The run gives the launch point of the critical path as write_control[0].
- The run gives the critical path data arrival time as 2.35 ns.
- The run puts the worst endpoint required time at 2.48 ns.
- STA classifies the critical path endpoint as an output pin.
- The run gives the critical-path maximum fanout as 36.
- The worst setup path is launched from an input pin.

Logic synthesis:
- The synthesis log from Yosys contains 5 warnings.
- Ranked by instance count, the synthesized netlist is headed by sky130_fd_sc_hd__a22oi_1 (32), sky130_fd_sc_hd__nand2_1 (32), sky130_fd_sc_hd__o21ai_1 (30).
- sky130_fd_sc_hd__a22oi_1 takes more of the synthesized area than any other cell.
- The run puts the cell count after synthesis at 113.
- The run puts the count of instantiated cells in the yosys netlist at 113.
- The run puts the total standard cell area after synthesis at 637 um2.
- A synthesized cell averages 5.64 um2.
- The run gives the share of the synthesized area in the top cell type as 37.7%.
- The run gives the fraction of the yosys area taken by sequential cells as 0%.
- The main area contributors are sky130_fd_sc_hd__a22oi_1 (38%), sky130_fd_sc_hd__o21ai_1 (24%), sky130_fd_sc_hd__nand2_1 (19%).
- The run gives the area reported by Yosys stat as 637 um2.
- The run gives the distinct cell type count of the synthesized netlist as 8.

Finish:
- In the final layout, flip-flops and latches occupy 0 um2.
- The run gives the multi-input gate area in the final layout as 548 um2.
- The run puts the clock buffer count in the final layout at 0.
- The run gives the non-filler instance count after layout as 288.
- The run gives the share of post-route cells with drive strength above 1 as 2.97%.
- The area growth from synthesis to layout is 217%.
- According to the cell report, flip-flops and latches in the layout number 0.
- The run gives the fill cell instance count of the final layout as 444.

Final timing:
- The run gives the highest achievable clock rate as 337 MHz.
- The run puts the number of pins exceeding their max-slew limit in the final report at 0.
- The run gives the share of the clock period used by the worst path as 95.7%.
- The run gives the total negative slack as 0 ns.
- The run gives the slew at the pin closest to its max-slew limit as 0.193 ns.
- The run puts the clock period minus final worst setup slack at 2.97 ns.
- Endpoints with negative setup slack in the final report add up to 0.
- The final timing report gives a worst setup slack of 0.134 ns.
- The slew check shows that the tightest pin keeps a relative margin of 87.1%.
- Setup repair after global routing left no endpoint under its margin.
- The run gives the final number of hold-violating endpoints as 0.

Drt:
- The run gives the ratio of routed vias to standard cells as 4.43.
- The run gives the routed length per placed instance as 15.4 um.
- The routed design has 4.44 mm of wire.
- The run gives the DRC violation count after routing as 0.
- In the log, the iteration count for the first detailed-route pass is 4.
- The run puts the number of DRC markers after the initial detailed-route iteration at 46.
- For this block, the via count after detailed routing is 1277.
- The run puts the count of inserted antenna diode cells at 0.
- The run gives the number of nets still failing antenna checks after routing as 0.

Status:
- The flow ran to the end, and the final reports show no timing, DRC or antenna violations.

Placement:
- Including well taps, the total number of placed cells is 288.
- The run gives the final estimated routing congestion in global placement as 0.748.
- The run gives the worst slack after detailed placement as 0.129 ns.
- The run puts the placed wire-length estimate at 3.83 mm.
- The run puts the number of port buffers at 130.

Global routing:
- Global routing used 10.2% of the available tracks.
- The run puts the global-route wire length before repair at 6.45 mm.
- The run gives the remaining global-route overflow as 0.
- The run puts the initial antenna violation count at 0.
- The run gives the number of global-route vias before repair as 1266.
- The global router reports that the layer with the highest usage is met2.
- The run gives the maximum number of pins on one net before global-route repair as 37.
- The run puts the global routing usage on met1 at 12.1%.
- The run gives the fraction of met2 tracks used by global routing as 17.6%.
- The run puts the met3 global-route usage at 4.30%.

Min path:
- STA reports the tightest min-delay check as being of type in2out.

Pwr:
- The design draws 0.319 mW.
- The flow reported a cell area power density of 158 nW/um2.
- The run puts the static leakage at 0.742 nW.
- The run puts the worst voltage drop across the vdd grid at 0.0807 mV.

Clock network:
- The report lists the number of cells resized after CTS as 0.
- The run puts the number of buffers added for setup after CTS at 0.
- The run gives the post-cts hold-fix buffer tally as 0.

Job:
- The run gives the warning total across the stage logs as 33.
- The run puts the number of max-capacitance violations reported at 0.
worst max-delay path, stage by stage:
cell                              delay, ns
sky130_fd_sc_hd__clkdlybuf4s50_1       0.48
sky130_fd_sc_hd__inv_1                 0.05
sky130_fd_sc_hd__ha_2                  0.36
sky130_fd_sc_hd__buf_12                0.19
sky130_fd_sc_hd__nand2_1               0.06
sky130_fd_sc_hd__o21ai_1               0.08
sky130_fd_sc_hd__clkdlybuf4s50_1       0.50
metrics by stage:
stage / hold slack [ns] / util, % / cell area, um2
4_1_cts: 2.15 / 45.7 / 2020
2_1_floorplan: 1.30 / - / 637
5_1_grt: 2.17 / 45.7 / 2020
3_5_place_dp: 2.15 / 45.7 / 2020
6_report: 2.15 / 45.7 / 2020
3_3_place_gp: 2.15 / 45.7 / 2020
logic make-up after synthesis:
group	after synthesis	share of synthesized area [%]
AND-OR/OR-AND	64	62.9
buffers and inverters	15	14.3
adder cells (fa/ha/maj)	2	3.93
AND/OR/NAND/NOR	32	18.9
worst min-delay path by stage:
stage / startpoint / endpoint / slack [ns] / cells past startpoint
5_1_grt: alu_out[19] / write_data[19] / 2.17 / 4
4_1_cts: alu_out[20] / write_data[20] / 2.15 / 4
6_report: alu_out[17] / write_data[17] / 2.15 / 4
layer usage:
metal | up-vias | wire, um
met1 | 539 | 1790
met2 | 71 | 2040
met3 | 0 | 599
met4 | 0 | 0
li1 | 667 | -
met5 | - | 0
cells in the final DEF, fill, tap and decap left out:
master                            instances
sky130_fd_sc_hd__ha_2                     1
sky130_fd_sc_hd__nand2_1                 32
sky130_fd_sc_hd__inv_1                    2
sky130_fd_sc_hd__o21ai_1                 30
sky130_fd_sc_hd__buf_4                    2
sky130_fd_sc_hd__o21ai_0                  2
sky130_fd_sc_hd__clkdlybuf4s50_1        130
sky130_fd_sc_hd__buf_12                   4
sky130_fd_sc_hd__a22oi_1                 32
sky130_fd_sc_hd__ha_1                     1
final cells by class:
type	instances	share of cell area (%)
Inverter	2	0.372
Multi-Input combinational cell	98	27.2
Tap cell	52	3.23
Timing Repair Buffer	136	69.2
power by group:
group          internal [mW]  switching (mW)
clock network              0               0
logic                  0.230          0.0884
registers                  0               0
total                  0.230          0.0884
Power figures rest on the tool's default switching activity, not on a simulated workload.
