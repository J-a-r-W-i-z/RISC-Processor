**design/flow/config.mk**
```make
export PLATFORM = sky130hd
export DESIGN_NAME = alu_select_control
export DESIGN_NICKNAME = alu_select_control
export VERILOG_FILES = /design/flow/design.v
export SDC_FILE = /design/flow/constraint.sdc
export NUM_CORES = 4
export LEC_CHECK = 1
export CORE_AREA = 10 10 78 78
export DIE_AREA = 0 0 88 88
```
**design/flow/constraint.sdc**
```tcl
current_design alu_select_control

set clk_period 4.3
set clk_io_pct 0.2

create_clock -name clk0 -period $clk_period

set non_clock_inputs [all_inputs -no_clocks]
set_input_delay [expr $clk_period * $clk_io_pct] -clock clk0 $non_clock_inputs
set_output_delay [expr $clk_period * $clk_io_pct] -clock clk0 [all_outputs]
```
**design/flow/design.v**
```verilog
module alu_select_control(
    input [1:0] alu_select,
    input [31:0] read_data_2,
    input [31:0] imm,
    input [31:0] offset,
    output reg [31:0] alu_input_2
    );
	always @(*) begin
		case(alu_select)
			2'b00:
				begin
					alu_input_2 <= imm;
				end
			2'b01:
				begin
					alu_input_2 <= offset;
				end
            2'b10:
                begin
                    alu_input_2 <= read_data_2;
                end
			default:
				begin
					alu_input_2 <= read_data_2;
				end
		endcase
	end
endmodule
```
**design/flow/run.sh**
```bash
#!/bin/bash
# OpenROAD 26Q1-2900-gdf79404cd8, Yosys 0.63+post, stock flow scripts
make -C /OpenROAD-flow-scripts/flow DESIGN_CONFIG=/design/flow/config.mk WORK_HOME=/design/flow/orfs finish
```
==> results.ini <==
[critical_path]
critical_path_class=in -> out
cp.required_ns=3.44
start_kind=input pin
cp_slowest_cell=clkdlybuf4s50_1
cpPeakStageDelay_ns=0.48
arrival_ns=2.11
path_depth=5
crit_buf_inv=3
path_cells=buf_2 > buf_4 > nand2_1 > o21ai_1 > clkdlybuf4s50_1
critPathMaxFanout=64
crit_path_end_kind=output port
path_delay_family=buffers and inverters

[final_timing]
tns_ns=0
period_used_share=0.691
hold_violations=0
max_slew.worst_pin.slew_ns=0.571
fmax_ghz=0.336
fin_crit_ns=2.97
setup_viol_count_final=0
rsz0062_at_grt=no
hold_ws_ns=2.62
slew_viol_final=0
slew-limit-headroom=0.620

[clock_tree]
ctsHoldBuffers=0
postCtsResizedCells=0
post_cts_buffers=0

[grt]
grt_pass1_wl_um=6060
track_usage=0.0966
gr-total-overflow=0
antenna_found_initial=0
grt_pass1_vias=1129
grt_max_degree=65

[job]
warnings=32
cap_violations=0

[synth]
ys_types=8
yosysWarnings=1
yosys.area.top_type=mux2i_1
synth_seq_share=0
syn_area_sq_um=714
ys_cells=107
ys_chip_area_sq_um=714
top_cells_by_count=mux2i_1, nand2_1, o21ai_1
postSynthAreaPerCell_sq_um=6.68
top_cell_area_share=0.448
area_leaders=mux2i_1, o21ai_1, nand2_1, buf_12, buf_2
syn_inst=107

[pwr]
swShare=0.248
leakage_nw=0.826
p_sw_mw=0.0472
p_comb_frac=1.000
clkPwrFrac=0
p_seq_frac=0
internal-power_mw=0.143
power_density_mw_per_mm2=95.6
vdd_drop_max_v=0.0000522

[worst_hold_path]
hold_depth=4
hp-class=in -> out
min_to=alu_input_2[20]
min-delay-start=read_data_2[20]

[cells_and_area]
final_util=0.451
drive_gt1_frac=0.0263
ff_latch_area_sq_um=0
area_growth_pct=179
design.seq.count=0
nClkBuffers=0

[die]
die_y_um=88
initial_core_util=0.162
num_rows=24
design.core.area_sq_mm=0.00441
ioPinCount=130
die-area_sq_mm=0.00774
die_w_um=88

[detailed_routing]
wl_um=4230
firstDrtPassIters=3
ant_nets=0
antenna_cells_inserted=0
routedWlPerCell_um=15.1
vias_per_cell=4.11
routed-via-count=1151
drtIter0Drc=31
drc_errors=0

[run_status]
status=complete, no violations

[placed_design]
gp_congestion=0.784
numPortBuffers=130
hpwl_um=3690

tightest hold or removal path, stage by stage:
cell and delay, ns:
clkdlybuf4s50_1 0.39, nand2_1 0.06, o21ai_1 0.05, clkdlybuf4s50_1 0.40
placed cells by master, fill, tap and decap left out:
| master | Yosys | final |
|---|---|---|
| buf_12 | 3 | 1 |
| buf_2 | 7 | 2 |
| buf_4 | 0 | 1 |
| clkdlybuf4s50_1 | 0 | 128 |
| mux2i_1 | 32 | 32 |
| nand2_1 | 32 | 32 |
| o21ai_0 | 2 | 2 |
| o21ai_1 | 28 | 28 |
| o21ai_2 | 2 | 2 |
through the flow:
stage | power, mW | std cells | instance area, sq um | setup WS [ns]
3_5_place_dp | 0.194 | 280 | 1990 | 1.30
3_3_place_gp | 0.194 | 280 | 1990 | 1.31
6_report | 0.190 | 280 | 1990 | 1.33
5_1_grt | 0.207 | 280 | 1990 | 1.18
2_1_floorplan | 0.0539 | 107 | 714 | 2.08
4_1_cts | 0.195 | 280 | 1990 | 1.29
power by group through the flow:
stage                 Sequential [mW]  Clock (mW)  Combinational (mW)
after CTS                           0           0               0.195
after global routing                0           0               0.207
final                               0           0               0.190
final cells by class:
type / instances / area (sq um)
well taps: 52 / 65.1
multi-input cells: 96 / 608
repair buffers: 132 / 1320
fillers: 468 / 2420
routing by layer:
metal | part of all wire | vias up | GRT usage
li1 | - | 619 | -
met2 | 0.50 | 66 | 0.184
met3 | 0.13 | 2 | 0.0384
met4 | 0.0059 | 0 | 0.00435
met1 | 0.36 | 464 | 0.101
met5 | 0 | - | 0
kinds of logic (layout without fill, tap and decap cells):
family | count (synthesis) | after routing | synth area share
and+or+nand+nor | 32 | 32 | 0.168
muxes | 32 | 32 | 0.448
buffers and inverters | 11 | 132 | 0.149
AOI/OAI and AO/OA | 32 | 32 | 0.235
worst max path at each step:
stage	from	endpoint	slack, ns
final	alu_select[1]	alu_input_2[17]	1.33
after global routing	alu_select[1]	alu_input_2[31]	1.18
after CTS	alu_select[1]	alu_input_2[27]	1.29
Power and IR drop assume default switching activity.
