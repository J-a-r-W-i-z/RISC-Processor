**design.v**
```verilog
module alu(
    input signed [31:0] input1,
    input [31:0] input2,
    input [4:0] shamt,
    input [4:0] control,
    output reg [31:0] out,
    output reg [2:0] flags       
    );
    wire [31:0] sum, diff, complement, bit_and, bit_xor, sll, srl, sra;
    wire sumcarry;
    wire [31:0] shamt_muxout;
    adder a1 (.in1(input1), .in2(input2), .out(sum), .carry(sumcarry));
    diff d1 (.in1(input1), .in2(input2), .out(diff));
    assign complement = ~input1 + 1'b1;
    assign bit_and = input1 & input2;
    assign bit_xor = input1 ^ input2;
    assign shamt_muxout = control[4] ? {27'b0, shamt}: input2;
    assign sll = input1 << shamt_muxout;
    assign srl = input1 >> shamt_muxout;
    assign sra = input1 >>> shamt_muxout;
    always @(*) begin
		flags[0] = (input1 == 32'b0) ? 1'b1 : 1'b0;
		flags[2] = input1[31];
        case(control[4:0])
            5'd0: 
                begin
                end
            5'd1:
                begin
                    out = sum;
                    flags[1] = sumcarry;
                end
            5'd2:
                begin
                    out = complement;
                    flags[1] = 1'b0;
                end
            5'd3:
                begin
                    out = bit_and;
                    flags[1] = 1'b0;
                end
            5'd4:
                begin
                    out = bit_xor;
                    flags[1] = 1'b0;
                end
            5'd5:
                begin
                    out = diff;
                    flags[1] = 1'b0;
                end
            5'd16: 
                begin
                    out = sll;
                    flags[1] = 1'b0;
                end
            5'd17:
                begin
                    out = srl;
                    flags[1] = 1'b0;
                end
            5'd18:
                begin
                    out = sra;
                    flags[1] = 1'b0;
                end
            5'd6:
                begin
                    out = sll;
                    flags[1] = 1'b0;
                end
            5'd7:
                begin
                    out = srl;
                    flags[1] = 1'b0;
                end
            5'd8:
                begin
                    out = sra;
                    flags[1] = 1'b0;
                end
            5'd9: 
                begin
                    out = sum;
                    flags[1] = sumcarry;
                end
            5'd10:
                begin
                    out = complement;
                    flags[1] = 1'b0;
                end
            5'd11:
                begin
                end
            5'd12:
                begin
                end
            5'd13:
                begin
                end
            5'd14:
                begin
                end
            5'd15:
                begin
                end
            default:
                begin
                    out = 32'b0;
                    flags[2] = 1'b0;
                end
        endcase
    end
endmodule
module adder(
    input [31:0] in1,
    input [31:0] in2,
    output [31:0] out,
    output carry
);
    wire [31:0] sum;
    wire sum_c_out, p1, g1, p2, g2, sumcarry;
    CLA_16_bit_LCU m1 (.in1(in1[15:0]), .in2(in2[15:0]), .c_in(1'b0), .s_out(sum[15:0]), .c_out(sum_c_out), .p(p1), .g(g1));
	CLA_16_bit_LCU m2 (.in1(in1[31:16]), .in2(in2[31:16]), .c_in(sum_c_out), .s_out(sum[31:16]), .c_out(sumcarry), .p(p2), .g(g2));
    assign out = sum;
    assign carry = sumcarry;
endmodule
`timescale 1ns / 1ps
module CLA_16_bit_LCU(
	 input [15:0] in1,
    input [15:0] in2,
    input c_in,
    output [15:0] s_out,
    output c_out,
    output p,
    output g
    );
	wire [4:1] c_temp; 
	wire [3:0] P, G; 
	CLA_4_bit_augment m1(.in1(in1[3:0]), .in2(in2[3:0]), .c_in(c_in), .s_out(s_out[3:0]), .p(P[0]), .g(G[0]));
	CLA_4_bit_augment m2(.in1(in1[7:4]), .in2(in2[7:4]), .c_in(c_temp[1]), .s_out(s_out[7:4]), .p(P[1]), .g(G[1]));
	CLA_4_bit_augment m3(.in1(in1[11:8]), .in2(in2[11:8]), .c_in(c_temp[2]), .s_out(s_out[11:8]), .p(P[2]), .g(G[2]));
	CLA_4_bit_augment m4(.in1(in1[15:12]), .in2(in2[15:12]), .c_in(c_temp[3]), .s_out(s_out[15:12]), .p(P[3]), .g(G[3]));
	LCU m5(.c_in(c_in), .P(P), .G(G), .c_temp(c_temp), .P_out(p), .G_out(g));
	assign c_out = c_temp[4];
endmodule
`timescale 1ns / 1ps
module CLA_4_bit_augment(
	input[3:0] in1,
	input[3:0] in2,
	input c_in,
	output [3:0] s_out,
	output p,
	output g
    );
	 wire [3:0] G,P, c_temp;
	 assign G = in1 & in2;
	 assign P = in1 ^ in2;
	 assign c_temp[0] = c_in;
	 assign c_temp[1] = G[0] | (P[0] & c_temp[0]);
	 assign c_temp[2] = G[1] | (P[1] & G[0]) | (P[1] & P[0] & c_temp[0]);
	 assign c_temp[3] = G[2] | (P[2] & G[1]) | (P[2] & P[1] & G[0]) | (P[2] & P[1] & P[0] & c_temp[0]);
	 assign s_out = P ^ c_temp;
	 assign p = P[3] & P[2] & P[1] & P[0];
	 assign g = G[3] | (P[3] & G[2]) | (P[3] & P[2] & G[1]) | (P[3] & P[2] & P[1] & G[0]);
endmodule
module diff(input [31:0] in1, input [31:0] in2, output [31:0] out);
    wire [31:0] val, val2;
    assign val = in1^in2;
    assign val2 = val&(val-1);
    assign out = val^val2;
endmodule
`timescale 1ns / 1ps
module LCU(
	 input c_in,
    input [3:0] P,
    input [3:0] G,
    output [4:1] c_temp,
    output P_out,
    output G_out
    );
	assign c_temp[1] = G[0] | (P[0] & c_in);
	assign c_temp[2] = G[1] | (P[1] & G[0]) | (P[1] & P[0] & c_in);
	assign c_temp[3] = G[2] | (P[2] & G[1]) | (P[2] & P[1] & G[0]) | (P[2] & P[1] & P[0] & c_in);
	assign c_temp[4] = G[3] | (P[3] & G[2]) | (P[3] & P[2] & G[1]) | (P[3] & P[2] & P[1] & G[0]) | (P[3] & P[2] & P[1] & P[0] & c_in);
	assign P_out = P[3] & P[2] & P[1] & P[0];
	assign G_out = G[3] | (P[3] & G[2]) | (P[3] & P[2] & G[1]) | (P[3] & P[2] & P[1] & G[0]);
endmodule
```
**run.sh**
```bash
#!/bin/bash
# OpenROAD 26Q1-2900-gdf79404cd8, Yosys 0.63+post, stock flow scripts
make -C /OpenROAD-flow-scripts/flow DESIGN_CONFIG=/design/flow/config.mk WORK_HOME=/design/flow/orfs finish
```
**config.mk**
```make
export PLATFORM = sky130hd
export DESIGN_NAME = alu
export DESIGN_NICKNAME = alu
export VERILOG_FILES = /design/flow/design.v
export SDC_FILE = /design/flow/constraint.sdc
export NUM_CORES = 4
export LEC_CHECK = 1
export CORE_UTILIZATION = 30
```
**constraint.sdc**
```tcl
current_design alu

set clk_period 18.1
set clk_io_pct 0.2

create_clock -name clk0 -period $clk_period

set non_clock_inputs [all_inputs -no_clocks]
set_input_delay [expr $clk_period * $clk_io_pct] -clock clk0 $non_clock_inputs
set_output_delay [expr $clk_period * $clk_io_pct] -clock clk0 [all_outputs]
```
==> changes_impl.md <==
### Changed

* Input/output buffers at 109
* Via count at 10200
* Hold path cells at 4
* First-pass GRT wire length at 66700 um
* Setup violators final at 0
* Syn_area_per_cell at 7.07 sq um
* Max Slew Vio Count at 0
* Startpoint types: primary input
* LEAKAGE at 3.49 nW
* Post-route cell area at 9420 sq um
* Fin crit share at 56.3%
* Layout cells sized above 1 at 9.01%
* Pwr/cell area at 32.0 nW/um^2
* DP Area at 9410 sq um
* Max Cap Viol at 0
* Vias per cell at 6.76
* 1st-iter DRT viols at 1110
* Top cells by area: mux4_2 (8.9%), mux2i_1 (8.6%), nor2_1 (6.6%), dlxtn_1 (6.2%), o21ai_0 (5.5%)
* Fmax at 98.1 MHz
* Area delta synth->final at 17.0%
* Distinct lib cells at 79
* Drt pass-1 iters at 55
* Worst Path Required at 14480 ps
* Crit-path max FO at 13
* Residual DRC at 0
* Core area at 26200 sq um
* Max transition margin at 34.8%
* WHS at 8510 ps
* Least-Margin Pin Slew at 972 ps
* Yosys top cell area share at 8.95%
* CTS Hold Buffers Added at 0
* Synthesized flop and latch total at 33
* Antenna Nets Post-Route at 0
* Die Ht at 166 um
* Number of global-route vias before repair at 9380
* RSZ-0062 raised after global routing: no
* Endpoints left unconstrained at 66
* Setup_tns at 0 ps
* Period minus WS final at 10190 ps
* Arrival time at the worst endpoint at 6570 ps
* Tot GR Track Use at 33.7%
* Postcts setup bufs at 0
* # Cells Yosys at 1139
* Gp weighted congestion at 1.10
* Routed length per instance at 30.9 um
* Crit. End Element: output pin
* Final Power at 0.000302 W
* Async S/R FF share, synth at 0%
* Largest net degree at the start of global routing at 66
* Ports at 109
* FP Util at 30.7%
* Die extent in x at 166 um
* Post-synth top area cell: mux4_2
* Full die area at 27500 sq um
* Final Hold Vio Count at 0
* Total tool warning count at 32
* Remaining Overflow, GRT at 0
* Initial antenna violation count at 6
* Fill count at 2752
* Yosys stat area at 8050 sq um
* CP Class: primary input to output pin
* Detail Placement HPWL at 36100 um
* Mapped Area at 8050 sq um
* Ys Warns at 1
* Worst hold path type: primary input to output pin
* Rows at 59
* Register pins left without a clock at 33
* Cts repair resizes at 0
* IR drop worst, VDD at 0.0000297 V
* Dominant flop cell: dlxtn_1
* Post-synth EDFFs at 0
* Overall routed net length at 46600 um
* Status: complete, no violations
* Mapped Cells at 1139
-- state kept, by name, indices dropped and copies added, names as in the netlist --
| signal | count |
|---|---|
| out | 32 |
| flags | 1 |
-- worst paths after layout --
check                   to  slack, ps  startpoint
setup / recovery  flags[0]       7910   input1[8]
hold / removal    flags[2]       8510  input1[31]
-- metal layers --
layer | global-route usage, % | up-vias | share of wire, %
met5 | 0 | - | 0.021
met1 | 46.9 | 4872 | 40
met3 | 7.31 | 134 | 11
met2 | 50.8 | 698 | 43
met4 | 14.8 | 2 | 5.5
li1 | - | 4465 | -
-- synth_stat cells, types with 8 or more instances --
cell type	n
nand3_1	32
mux2_2	14
ha_1	33
a22oi_1	8
inv_1	21
dlxtn_1	33
xnor2_1	16
o21ai_0	89
a211o_1	10
o31ai_1	10
a31oi_1	13
a21oi_1	83
nor4_1	21
o21a_1	11
buf_1	14
nor3_1	55
a211oi_1	13
mux4_2	32
a221oi_1	11
buf_2	14
nand2b_1	8
o221ai_1	9
nand2_1	77
o211ai_1	13
nand4_1	15
a21o_1	14
or3_1	20
a32oi_1	8
o22ai_1	13
xor2_1	19
nor2_1	142
a222oi_1	9
clkbuf_1	80
mux2i_1	69
or4_1	8
-- report_power, final --
group	total (W)	leakage (nW)	switching [W]	internal, W
logic	0.000296	3.24	0.000191	0.000105
registers	0.00000597	0.256	0.000000331	0.00000564
clock network	0.0000000000286	0.0000269	0	0.0000000000285
-- critical path: stages --
cell and delay [ps]:
clkdlybuf4s50_1 630, or4_4 660, nor4_1 350, nand2_1 210
nor2_1 340, and4b_1 290, clkdlybuf4s50_1 470
-- area by class of cell --
cell class                 count  area [sq um]  area share, %
multi-input combinational    973          7110           75.4
timing repair buffer         138          1310           13.9
sequential                    33           495           5.26
tap                          335           419           4.45
inverter                      21          78.8          0.837
antenna                        5          12.5          0.133
-- placed cells by master (no fill, tap or decap), types with 20 or more instances in the layout --
cell type	count
mux2i_1	65
a21oi_1	83
nor4_1	20
nor3_1	53
or3_1	20
nor2_1	141
o21ai_0	89
nand2_1	77
inv_1	21
ha_1	33
clkdlybuf4s50_1	109
mux4_2	32
buf_4	29
nand3_1	32
dlxtn_1	33
-- cells by family after synthesis --
family          count (synthesis)  synth area share (%)
mux                           121                  21.4
xor+xnor                       35                  3.81
latches                        33                  6.15
compound gates                373                  31.0
buf+inv                       133                  6.62
fa+ha+maj                      40                  6.87
simple gates                  404                  24.1
-- stage by stage --
stage	util, %	worst slack (ps)	instances
after floorplan	-	9020	1139
after global placement	35.9	8060	1500
after detailed placement	35.9	7960	1500
after CTS	35.9	7970	1500
after global routing	35.9	7720	1503
final	36.0	7910	1505
Power figures rest on the tool's default switching activity, not on a simulated workload.
